--- design.v ---
`timescale 1ns / 1ps
module ALU(
           input [7:0] A,B,   
           input [3:0] ALU_Sel, 
           output [7:0] ALU_Out,  
           output CarryOut  
    );
    reg [7:0] ALU_Result;
    wire [8:0] tmp;
    assign ALU_Out = ALU_Result;  
    assign tmp = {1'b0,A} + {1'b0,B};
    assign CarryOut = tmp[8];  
    always @(*)
    begin
        case(ALU_Sel)
        4'b0000:  
           ALU_Result = A + B ; 
        4'b0001:  
           ALU_Result = A - B ;
        4'b0010:  
           ALU_Result = A * B;
        4'b0011:  
           ALU_Result = A/B;
        4'b0100:  
           ALU_Result = A<<1;
         4'b0101:  
           ALU_Result = A>>1;
         4'b0110:  
           ALU_Result = {A[6:0],A[7]};
         4'b0111:  
           ALU_Result = {A[0],A[7:1]};
          4'b1000:  
           ALU_Result = A & B;
          4'b1001:  
           ALU_Result = A | B;
          4'b1010:  
           ALU_Result = A ^ B;
          4'b1011:  
           ALU_Result = ~(A | B);
          4'b1100:  
           ALU_Result = ~(A & B);
          4'b1101:  
           ALU_Result = ~(A ^ B);
          4'b1110:  
           ALU_Result = (A>B)?8'd1:8'd0 ;
          4'b1111:  
            ALU_Result = (A==B)?8'd1:8'd0 ;
          default: ALU_Result = A + B ; 
        endcase
    end
endmodule
--- run.sh ---
#!/bin/bash
# OpenROAD 26Q1-2900-gdf79404cd8, Yosys 0.63+post, stock flow scripts
make -C /OpenROAD-flow-scripts/flow DESIGN_CONFIG=/design/flow/config.mk WORK_HOME=/design/flow/orfs finish
--- config.mk ---
export PLATFORM = sky130hd
export DESIGN_NAME = ALU
export DESIGN_NICKNAME = ALU
export VERILOG_FILES = /design/flow/design.v
export SDC_FILE = /design/flow/constraint.sdc
export NUM_CORES = 4
export LEC_CHECK = 1
export CORE_UTILIZATION = 30
--- constraint.sdc ---
current_design ALU

set clk_period 16.6
set clk_io_pct 0.2

create_clock -name clk0 -period $clk_period

set non_clock_inputs [all_inputs -no_clocks]
set_input_delay [expr $clk_period * $clk_io_pct] -clock clk0 $non_clock_inputs
set_output_delay [expr $clk_period * $clk_io_pct] -clock clk0 [all_outputs]
==> impl_metrics.py <==
# Auto-generated metrics
metrics = {
    "outcome": {
        "outcome": "complete, no violations",
    },
    "worst_setup_path": {
        "max_stage_delay_ns": 0.44,
        "worst-path-max-fanout": 8,
        "cp_num_buf_inv": 6,
        "end_kind": "primary output",
        "crit_type": "in -> out",
        "cp-start-kind": "input pin",
        "cp_slowest_cell": "clkdlybuf4s50_1",
        "crit_family": "AND-OR/OR-AND gates",
        "worst_path_most_repeated_cell": "ha_1",
        "crit_required_ns": 13.28,
        "worstPathArrival_ns": 12.71,
    },
    "routing": {
        "wl_per_cell_um": 16.1,
        "ant_nets": 0,
        "wl_um": 13100,
        "viasPerCell": 5.41,
        "num_antenna_cells": 0,
        "remaining_drc_errors": 0,
        "firstDrtPassIters": 4,
        "vias": 4387,
        "drt_first_iter_violations": 343,
    },
    "job": {
        "warning_count": 52,
        "max-cap-violations": 0,
    },
    "sta": {
        "hold_violations": 0,
        "clock.fmax_ghz": 0.0624,
        "fin_tns_setup_ns": 0,
        "timing.final.ws_setup_ns": 0.566,
        "drv_slew": 0,
        "period_needed_ns": 16.03,
        "slew_headroom_pct": 52.1,
        "worst_pin_slew_ns": 0.718,
        "setup_viol": 0,
        "final.period_utilization_pct": 96.6,
    },
    "floorplanning": {
        "io_pins": 29,
        "chipHeight_um": 119,
        "rows": 42,
        "core_um2": 13200,
        "die-area_um2": 14000,
        "die_x_um": 119,
        "fp-utilization_pct": 30.8,
    },
    "place": {
        "hpwl_um": 10200,
        "post-place-ws_ns": -0.332,
        "gp_congestion": 0.968,
        "dp.cells": 794,
        "placedInstanceArea_um2": 4820,
        "io_buffers": 29,
    },
    "global_route": {
        "grt_antenna_before_repair": 0,
        "grt_overflow": 0,
        "grt_util_all_layers_pct": 19.0,
        "grt_pass1_vias": 4105,
        "grt_start_max_net_pins": 45,
        "grt_pass1_wl_um": 21000,
    },
    "worst_hold_path": {
        "min_from": "ALU_Sel[1]",
        "worstHoldPathType": "in -> out",
        "min_path_cells": 5,
        "worstHoldEndpoint": "ALU_Out[0]",
    },
    "logic_synthesis": {
        "yosys_cells": 571,
        "netlist_area_um2": 4070,
        "ys_types": 69,
        "yosysChipArea_um2": 4070,
        "postSynthSeqShare_pct": 0,
        "syn_inst": 571,
        "yosys_warnings": 1,
        "synth.avg_cell_area_um2": 7.13,
    },
    "power": {
        "total_power_mw": 0.211,
        "p_leak_nw": 2.33,
        "power_density_nw_per_um2": 41.1,
        "irDropWorstVdd_mv": 0.0135,
    },
    "finish": {
        "clockBufferCount": 0,
        "nFillCells": 1353,
        "drive_above_1_share_pct": 17.8,
        "flop-count": 0,
        "fin_area_um2": 5120,
        "area_delta_synth_final_pct": 25.7,
        "fin_cells": 811,
        "regArea_um2": 0,
    },
    "clocking": {
        "cts_hold_buf": 0,
    },
}
## cells by family after synthesis
kind of cell	share of synthesized area [%]
compound gates	29.3
mux	3.93
xor+xnor	8.82
simple gates	19.1
buf+inv	7.68
fa+ha+maj	31.2
## stage by stage
| step | hold slack, ns | util (%) |
|---|---|---|
| 6_report | 7.71 | 38.7 |
| 5_1_grt | 7.76 | 38.7 |
| 4_1_cts | 7.93 | 36.8 |
| 3_5_place_dp | 7.92 | 36.4 |
| 3_3_place_gp | 7.92 | 36.4 |
| 2_1_floorplan | 6.86 | - |
## synth_stat cells, drive strengths merged (4+ instances only)
master | instances | area, um^2
nor2 | 64 | 240
ha | 79 | 988
and2 | 5 | 31.3
a22oi | 6 | 45.0
a211oi | 7 | 65.1
a21boi | 4 | 30.0
nor2b | 7 | 43.8
a32oi | 4 | 35.0
nand2b | 10 | 62.6
fa | 14 | 280
buf | 5 | 20.0
nor3 | 18 | 90.1
a21o | 12 | 91.3
o21a | 9 | 67.6
mux2 | 8 | 90.1
clkbuf | 22 | 82.6
mux2i | 7 | 70.1
o21ai | 35 | 175
or3 | 4 | 25.0
o211ai | 5 | 37.5
o22ai | 4 | 25.0
nand2 | 33 | 124
xnor2 | 33 | 289
a21oi | 44 | 224
nand3 | 9 | 45.0
xor2 | 8 | 70.1
o21bai | 4 | 33.8
inv | 55 | 206
## cell type report
type	instances	area (um^2)	area share, %
Tap cell	176	220	4.30
Timing Repair Buffer	91	766	15.0
Multi-Input combinational cell	488	3930	76.6
Inverter	56	210	4.10
## worst max path at each step
stage | from | to | slack, ns | cells past startpoint
4_1_cts | B[3] | ALU_Out[0] | 0.008 | 54
5_1_grt | B[7] | ALU_Out[0] | -0.11 | 53
6_report | B[7] | ALU_Out[0] | 0.57 | 53
## timing repair
| item | in CTS | in global routing |
|---|---|---|
| setup buffers | 3 | 14 |
| gates resized | 8 | 38 |
| endpoints found under the setup margin | 1 | 2 |
| endpoints found under the hold margin | 0 | 0 |
| pin swaps | 2 | 25 |
| gates cloned | 0 | 0 |
## routing by layer
metal | wire (um) | share of wire, % | global-route usage, % | up-vias
li1 | - | - | - | 2172
met1 | 6180 | 47 | 28.9 | 2039
met2 | 5640 | 43 | 28.6 | 158
met3 | 967 | 7.4 | 2.66 | 18
met4 | 277 | 2.1 | 3.96 | 0
met5 | 0 | 0 | 0 | -
## power breakdown
group / internal [mW] / switching [mW] / leakage, nW
clock network: 0 / 0 / 0
logic: 0.101 / 0.109 / 2.33
registers: 0 / 0 / 0
total: 0.101 / 0.109 / 2.33
## cells in the final DEF (no fill, tap or decap), drive strengths merged, types with 4 or more instances in the layout
cell           count
xnor2             33
o21a               9
or3                4
a21boi             4
nand2             33
nor3              18
a21oi             44
a32oi              4
o22ai              4
o21bai             4
mux2               8
nand2b            10
clkdlybuf4s50     25
a22oi              6
o21ai             35
o211ai             5
and2               5
nand3              9
inv               55
a211oi             7
nor2b              7
fa                14
nor2              64
xor2               8
dlymetal6s2s       4
ha                79
mux2i              7
buf               62
a21o              12
Power and IR drop assume default switching activity.
