==> config.mk <==
export PLATFORM = sky130hd
export DESIGN_NAME = clk_div
export DESIGN_NICKNAME = clk_div
export VERILOG_FILES = /design/flow/design.v
export SDC_FILE = /design/flow/constraint.sdc
export NUM_CORES = 4
export LEC_CHECK = 1
export CORE_AREA = 10 10 93 93
export DIE_AREA = 0 0 103 103
==> constraint.sdc <==
current_design clk_div

set clk_period 2.1
set clk_io_pct 0.2

create_clock -name clk0 -period $clk_period [get_ports {clock_in}]

set non_clock_inputs [all_inputs -no_clocks]
set_input_delay [expr $clk_period * $clk_io_pct] -clock clk0 $non_clock_inputs
set_output_delay [expr $clk_period * $clk_io_pct] -clock clk0 [all_outputs]
==> design.v <==
`timescale 1ns / 1ps
module clk_div(clock_in,clock_out
    );
input clock_in;  
output reg clock_out;  
reg[27:0] counter=28'd0;
parameter DIVISOR = 28'd5;   
always @(posedge clock_in)
begin
 counter <= counter + 28'd1;
 if(counter>=(DIVISOR-1))
  counter <= 28'd0;
 clock_out <= (counter<DIVISOR/2)?1'b1:1'b0;
end
endmodule
==> run.sh <==
#!/bin/bash
# OpenROAD 26Q1-2900-gdf79404cd8, Yosys 0.63+post, stock flow scripts
make -C /OpenROAD-flow-scripts/flow DESIGN_CONFIG=/design/flow/config.mk WORK_HOME=/design/flow/orfs finish
==> impl_metrics.toml <==
# generated from flow reports
[job]
warnings = 27
maxCapViolations = 0

[floorplanning]
chipArea_sq_um = 10600
die-height_um = 103
coreArea_sq_um = 6760
fp_util_pct = 10.4
fp-row-count = 30
io_pins = 2
die_w_um = 103

[clock_network]
cts-hold-fix-buffers = 0
cts_sinks = 29
cts_buffer_depth = 2
cts_tree = "built"
cts_max_level = 2
cts_setup_buffers = 0
clk_latency_ns = 0.27
cts_resized = 0
numCtsBuffers = 5
clk_pin_slew_worst_paths_ns = 0.05
cts_root_buf = "clkbuf_8"

[power]
vdd_drop_max_uv = 225
netSwitchingFraction_pct = 17.8
p_leak_nw = 0.397
power_frac_comb_pct = 0.8
p_clk_share_pct = 41.9
p_int_w = 0.000837
power_frac_seq_pct = 57.3
power.density_nw_per_um2 = 1030
p_switching_w = 0.000181
finalPower_w = 0.00102

[finish]
fill_cells = 752
area_growth_pct = 40.6
post-route-util_pct = 14.7
seqCellArea_sq_um = 581
drive_gt1_share_pct = 7.32
logic_area_sq_um = 208

[synth]
most_common_cell = "dfxtp_1"
ys_ff = 29
ff_type = "dfxtp_1"
async_flop_share_pct = 0
ys_cells = 50
avgSynthCellArea_sq_um = 14.1
synth_cell_types = 10
yosys_warnings = 1
top_cells_by_area = "dfxtp_1, nor4_1, ha_1"
top_cells_by_count = "dfxtp_1, nor4_1, nand2_1"
postSynthSeqShare_pct = 82.3
synthCells = 50
yosysTopAreaCell = "dfxtp_1"
synth_chip_area_sq_um = 706
edf_count = 0
top_area_share_pct = 82.3
syn_area_sq_um = 706

[min_path]
hold_class = "flip-flop to flip-flop"
hp-start = "counter[0]"
holdPathStages = 1
hold_end = "counter[0]"

[worst_setup_path]
cp.required_ns = 1.68
rrSetupSlack_ns = 0.92
worstSetupPathType = "flip-flop to primary output"
path_cells = "clkdlybuf4s50_1"
rr_startpoint = "counter[14]"
rr_worst_depth = 3
worst-path-buf-inv = 1
cp-end-kind = "primary output"
startpoint_type = "flip-flop"
worst_r2r_endpoint = "clock_out"
slowest_stage = "clkdlybuf4s50_1"
slowest_delay_ns = 0.45
cp_max_fo = 1
worst_ep_arrival_time_ns = 1.02
crit_family = "buffers and inverters"

[sta]
period_needed_ns = 1.44
fin_skew_ns = 0.00213
setup_violations = 0
finalSetupTns_ns = 0
fin_crit_sh_pct = 68.5
fin_ws_ns = 0.662
fmax_mhz = 695
hold_ws_ns = 0.463
rsz0062_at_grt = "no"
hold_violations = 0
slew_viol_final = 0

[routing]
drt_wl_total_um = 706
vias = 373
drtPass1Iterations = 1
drt_iter0_drc = 0
drc = 0
diodes = 0
ant_nets = 0
avgViaCountPerCell = 2.30
avgRoutedWirePerCell_um = 4.36

[global_route]
overflow = 0
track_usage_pct = 1.66
grt_pass1_vias = 362
grt_start_max_net_pins = 9
grt_pass1_wl_um = 1450
antenna_found_initial = 0

[place]
dp_slack_ns = 0.917
io_buffer_count = 1
place_hpwl_um = 508
gp_congestion = 0.714

[run_status]
status = "finished, final reports clean"
[power by group through the flow]
| stage | Clock [W] | Combinational, W | Sequential (W) |
|---|---|---|---|
| final | 0.000427 | 0.00000803 | 0.000583 |
| after global routing | 0.000474 | 0.0000115 | 0.000586 |
| after CTS | 0.000440 | 0.00000838 | 0.000584 |
[state kept, by name (all words and copies together), names as in the netlist]
signal	cells
counter	28
clock_out	1
[how the worst max path moves through the flow]
stage / startpoint / endpoint / depth (start not counted)
CTS: clock_out / clock_out / 1
global route: clock_out / clock_out / 1
finish: clock_out / clock_out / 1
[kinds of logic after synthesis]
group	after synthesis	share of synthesized area, %
buf+inv	2	1.06
other cells	1	0.531
fa+ha+maj	2	3.55
simple gates	16	12.6
flops	29	82.3
[metrics by stage]
stage	cells	instance area, sq um
detailed placement	155	906
global route	162	992
global placement	155	906
CTS	162	992
finish	162	992
floorplan	74	796
[routing by layer]
metal / routed length, um / global-route usage, % / vias up
li1: - / - / 206
met1: 339 / 2.13 / 151
met2: 262 / 2.24 / 9
met3: 51 / 0.812 / 7
met4: 51 / 0.856 / 0
met5: 0 / 0 / -
[cell usage in the layout, fill, tap and decap left out]
cell	Yosys	layout
inv_1	2	2
clkbuf_1	0	1
nand4_1	1	1
nor2_1	1	1
ha_1	2	2
dfxtp_1	29	29
clkdlybuf4s50_1	0	1
or4_1	1	1
nor4_1	8	8
clkbuf_8	0	6
conb_1	1	25
nor3_1	2	2
nand2_1	3	3
[cell type report]
cell class	instances	share of cell area [%]
sequential	29	58.5
timing repair buffer	1	1.01
clock buffer	7	8.70
inverter	2	0.757
tap	80	10.1
multi-input combinational	43	20.9
